[design/flow/run.sh]
#!/bin/bash
# OpenROAD 26Q1-2900-gdf79404cd8, Yosys 0.63+post, stock flow scripts
make -C /OpenROAD-flow-scripts/flow DESIGN_CONFIG=/design/flow/config.mk WORK_HOME=/design/flow/orfs finish
[design/flow/config.mk]
export PLATFORM = sky130hd
export DESIGN_NAME = uart_top
export DESIGN_NICKNAME = uart_top
export VERILOG_FILES = /design/flow/design.v
export SDC_FILE = /design/flow/constraint.sdc
export NUM_CORES = 4
export LEC_CHECK = 1
export CORE_UTILIZATION = 30
[design/flow/constraint.sdc]
current_design uart_top

set clk_period 5.0
set clk_io_pct 0.2

create_clock -name clk0 -period $clk_period [get_ports {sys_clk}]

set non_clock_inputs [all_inputs -no_clocks]
set_input_delay [expr $clk_period * $clk_io_pct] -clock clk0 $non_clock_inputs
set_output_delay [expr $clk_period * $clk_io_pct] -clock clk0 [all_outputs]
[design/flow/design.v]
module baud_gen #(
	parameter BAUD_RATE = 9600,
	parameter SYS_FREQUENCY = 1000000
)(
	input sys_clk, reset,
	output reg uart_clk
);
localparam clk_count = SYS_FREQUENCY/BAUD_RATE;
integer counter;
always @(posedge sys_clk) begin
	if(reset) begin 
		counter <= 0;
		uart_clk <= 0;
	end
	else begin
		if(counter < clk_count/2) begin
			counter <= counter + 1;
		end
		else begin
			counter <= 0;
			uart_clk <= ~uart_clk;
		end
	end
end
endmodule
module uart_rx (
	input rxd_i,
	input reset, uart_clk,
	output reg [7:0] rx_data_o,
	output reg rx_done	
);
enum bit[1:0] {idle = 2'b00, collect = 2'b01, done = 2'b10} state;
reg [3:0] counter;
reg [7:0] data_o;
always @(posedge uart_clk, posedge reset) begin
	if(reset) begin
		state <= idle;
		counter <= 0;
		rx_done <= 0;
		rx_data_o <= 0;
		data_o <= 0;
	end
	else begin
		case(state)
			idle: begin
				counter <= 0;
				rx_done <= 1'b0;
				if(~rxd_i) begin
					state <= collect;
					counter <= 0;
				end
				else begin
					state <= idle;
				end
			end
			collect: begin
				if(counter < 8) begin
					data_o <= {rxd_i, data_o[7:1]};
					counter <= counter + 1;
				end 
				else begin
					rx_data_o <= data_o;
					state <= done;
				end
			end
			done: begin
				state <= idle;
				rx_done	<= 1'b1;	
			end		
		endcase
	end
end
endmodule
module uart_top #( 
	parameter BAUD_RATE = 9600,
	parameter SYS_FREQUENCY = 1000000
)(
	input sys_clk, reset,
	input [7:0] tx_data_i,
	input new_data,
	output txd_o, tx_done,
	input rxd_i,
	output rx_done,
	output [7:0] rx_data_o	
);
wire u_clk;
baud_gen #(
	.BAUD_RATE(BAUD_RATE),
	.SYS_FREQUENCY(SYS_FREQUENCY)
) baud_inst (
	.sys_clk(sys_clk),
	.reset(reset),
	.uart_clk(u_clk)
);
uart_tx uart_tx_inst (
	.new_data(new_data),
	.tx_data_i(tx_data_i), 
	.uart_clk(u_clk), 
	.reset(reset),
	.tx_done(tx_done), 
	.txd_o(txd_o)
);
uart_rx uart_rx_inst(
	.rxd_i(rxd_i),
	.reset(reset), 
	.uart_clk(u_clk),
	.rx_data_o(rx_data_o),
	.rx_done(rx_done)	
);
endmodule
module uart_tx (
	input new_data,
	input [7:0] tx_data_i, 
	input uart_clk, reset,
	output reg tx_done, 
	output reg txd_o
);
reg [7:0] data_in;
enum bit[1:0]{idle = 2'b00, start = 2'b01, send = 2'b10, done = 2'b11} state;
reg [3:0]counter;
always @(posedge uart_clk, posedge reset) begin
	if(reset) begin
		state <= idle;
		data_in <= 0;
		counter <= 0;
		txd_o <= 1'b1;
		tx_done <= 1'b0;
	end
	else begin
		case(state)
			idle: begin
				txd_o <= 1'b1;
				tx_done <= 1'b0;
				if(new_data) begin
					data_in <= tx_data_i;
					state <= start;				
				end
				else begin
					state <= idle;
				end
			end
			start: begin
				txd_o <= 1'b0;
				state <= send;
			end 
			send: begin
				if(counter < 8) begin
					txd_o <= data_in[0];
					data_in <= data_in >> 1;
					counter <= counter + 1;
					state <= send;
				end
				else begin
					state <= done;
					counter <= 0;
				end
			end
			done: begin
				txd_o <= 1'b1;
				tx_done <= 1'b1;
				state <= idle;
			end
			default: state <= idle;	
		endcase
	end
end
endmodule
==> reports/qor_table.md <==
| Result | This run |
|---|---|
| Result of the run | complete, no violations |
| Wire length on met3 | 169 um |
| Top cell type by total area after synthesis | dfrtp_1 |
| Met2 Wirelength | 2610 um |
| Maximum clock skew at final layout | 0.00586 ns |
| Average size of a mapped cell | 10.4 um2 |
| Count of hold-fix buffers inserted at cts | 0 |
| Drt initial violations | 161 |
| Async set or reset register ratio after synthesis | 0.560 |
| Top cells by area in the synthesized netlist | dfrtp_1 29%, dfxtp_1 20%, mux2_2 6.4%, a211oi_1 3.6%, nor3_1 3.2% |
| Unrepaired setup endpoints after global routing | false |
| Synth Warn # | 3 |
| Vias in the first global route | 2264 |
| Insertion delay at the late pin of the worst-skew pair | 0.28 ns |
| Final hold violation count | 0 |
| Floorplan Core Area | 0.0108 mm2 |
| Maximum number of pins on one net before global-route repair | 43 |
| Max Cap Violations | 0 |
| Share of the yosys chip area belonging to registers | 0.517 |
| Fin Setup TNS | 0 ns |
| Critical path required time | 5.19 ns |
| Prevailing logic family in the synthesized netlist | simple AND/OR/NAND/NOR gates |
| Tot Pwr | 0.552 mW |
| Number of warnings in the stage logs | 25 |
| Number of register pins that no clock reaches | 42 |
| Crit Reg-Reg Endpoint | baud_inst.counter[26] |
| TritonCTS Buffers | 5 |
| Width of the die | 107 um |
| Post-DP HPWL | 3880 um |
| Min-Delay Path Depth | 1 |
| Fill cells | 1078 |
| Worst rel slew slack | 0.449 |
| Proportion of synthesized area in mux cells | 0.0916 |
| Largest driver fanout on the critical path | 18 |
| Maximum buffer depth of the clock tree | 2 |
| Standard-cell rows | 38 |
| Fraction of layout instances using a drive strength above 1 | 0.107 |
| Met1 WL | 2930 um |
| Total gr overflow | 0 |
| Share of synthesized cell area in full adder, half adder and majority cells | 0.0113 |
| Count of flip-flops with a built-in enable after synthesis | 0 |
| Core Util at FP | 0.308 |
| Beginning of the worst register-to-register path | baud_inst.counter[0] |
| Synthesized-area fraction occupied by and/or/nand/nor cells | 0.194 |
| Crit path time final | 2.51 ns |
| Yosys top cell area share | 0.294 |
| Maximum level of the CTS H-tree | 2 |
| Final setup violation count | 0 |
| Compound-Gate Fraction of Synth Area | 0.113 |
| Classification of the worst-slack hold path | reg -> reg |
| Clock Tree Root | clkbuf_8 |
| Path type of the worst setup path | reg -> reg |
| Number of gates resized after CTS | 0 |
| Distinct cells, synth | 42 |
| Clock tree from TritonCTS | done |
| Antenna violations before repair | 0 |
| Flop2flop setup slack | 2.49 ns |
| Total cell area at the placement stage | 0.00368 mm2 |
| Antenna-violating nets left | 0 |
| Number of placed I/O pins | 23 |
| Die Footprint | 0.0115 mm2 |
| Register bit count reported by yosys | 75 |
| Clock-pin transition on the worst setup and hold timing paths | 0.07 ns |
| Max VDD drop | 0.123 mV |
| Startpoint types | flip-flop |
| Detail-routed via count per cell | 5.02 |
| Post-detailed-routing wire length | 5740 um |
| Count of instantiated cells in the yosys netlist | 319 |
| PnR worst setup slack | 2.49 ns |
| Setup fix buffers added after clock tree synthesis | 0 |
| Leakage power total | 1.38 nW |
| Port Buffer Count | 22 |
| Drt first pass iters | 4 |
| Die y size | 107 um |
| Yosys chip area | 0.00332 mm2 |
| Fin. max-slew vios | 0 |
| Highest metal layer used by the detailed router | met4 |
| Count of endpoints without a timing constraint | 53 |
| Post-synth design cell area | 0.00332 mm2 |
| Non-filler instance count after layout | 476 |
| F_max | 398 MHz |
| Average wire length per cell after detail routing | 12.1 um |
| Hold path startpoint | baud_inst.counter[31] |
| Arrival time of the worst setup path | 2.70 ns |
| Top flip-flop cell by instance count after synthesis | dfrtp_1 |
| Via count of the routed design | 2391 |
| Xor+xnor area frac | 0.0369 |
| Endpoint kind of the worst setup timing path | flip-flop |
| Count of placed standard cells including taps | 468 |
| Critical Path Source | baud_inst.counter[0] |
| P&R area growth vs syn | 14.4% |
| Dpl ws | 2.45 ns |
| Global-route wire length before repair | 10100 um |
| Area of all placed cells without fillers | 0.00380 mm2 |
| Synthesized instance count | 319 |
| Final critical-path share of the clock period | 0.502 |
| Overall routing resource usage | 0.105 |
| Final Wtd Congestion | 0.782 |
| Worst setup path endpoint | baud_inst.counter[26] |
| Remaining DRCs | 0 |
| Power density cells | 145 mW/mm2 |
| Diodes inserted | 0 |
| Worst r2r path cells | 5 |
| Worst-Margin Slew | 0.823 ns |
## logic make-up (layout without fill, tap and decap cells)
group           after synthesis  count (layout)
compound gates               56              56
xor+xnor                     14              14
fa+ha+maj                     3               3
buf+inv                      30              47
flops                        75              75
mux                          28              28
simple gates                113             113
## synth_stat cells (all sizes together), types with 7 or more instances
cell type and n:
mux2 19, o21ai 11, or4 12, dfrtp 39, mux2i 9, inv 13
clkbuf 12, a21oi 8, xnor2 12, nor2 12, nand2 17, dfxtp 33
or3 7, a211oi 16, nand3 13, o31ai 9, nor3 21
## flip-flops by register name, indices dropped and copies added, names as in the netlist
signal and flops:
uart_tx_inst.data_in 8, uart_rx_inst.rx_done 1, uart_tx_inst.counter 4, uart_rx_inst.data_o 8, uart_tx_inst.state 4, uart_rx_inst.state 3
uart_rx_inst.rx_data_o 8, baud_inst.uart_clk 1, baud_inst.counter 32, uart_rx_inst.counter 4, uart_tx_inst.tx_done 1, uart_tx_inst.txd_o 1
## worst min path at each step
stage | to | slack [ns]
after CTS | baud_inst.counter[31] | 0.49
after global routing | baud_inst.counter[31] | 0.52
final | baud_inst.counter[31] | 0.49
## cells in the final DEF (no fill, tap or decap), drive strengths merged, types with 8 or more instances in the layout
cell type      instances
inv                   13
o21ai                 11
a21oi                  8
nand3                 13
clkdlybuf4s50         22
mux2i                  9
mux2                  19
xnor2                 12
dfrtp                 39
nor2                  12
nand2                 17
a211oi                16
o31ai                  9
dfxtp                 33
or4                   12
nor3                  21
## critical path, cell delays in order, from the launching register on
cell      delay, ns
dfxtp_1        0.42
ha_1           0.23
nand3_1        0.17
or4_1          0.80
or4_1          0.55
a211oi_1       0.25
## where the power goes
part | internal (mW) | total, mW | switching (mW)
combinational | 0.0119 | 0.0263 | 0.0144
clock | 0.162 | 0.258 | 0.0951
sequential | 0.265 | 0.268 | 0.00307
total | 0.439 | 0.552 | 0.113
## layer usage
layer,vias to the layer above,track usage
met1,1151,0.157
met3,4,0.0105
li1,1206,-
met5,-,0
met4,0,0.00587
met2,30,0.176
## final cells by class
cell class              count  area, um2  share of cell area
clock inverters             1       30.0             0.00791
repair buffers             26        250              0.0659
clock buffers               7       86.3              0.0227
flip-flops and latches     75       1720               0.452
inverters                  13       48.8              0.0129
well taps                 140        175              0.0461
multi-input cells         214       1490               0.393
## stage by stage
step | util | hold WS [ns]
6_report | 0.352 | 0.487
4_1_cts | 0.352 | 0.487
2_1_floorplan | - | 0.457
5_1_grt | 0.352 | 0.516
3_3_place_gp | 0.341 | 0.477
3_5_place_dp | 0.341 | 0.477
Power is estimated from default activity; no workload was simulated.
